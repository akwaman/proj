### config.mk
export PLATFORM = sky130hd
export DESIGN_NAME = counter
export DESIGN_NICKNAME = counter
export VERILOG_FILES = /design/flow/design.v
export SDC_FILE = /design/flow/constraint.sdc
export NUM_CORES = 4
export LEC_CHECK = 1
export CORE_AREA = 10 10 98 98
export DIE_AREA = 0 0 108 108
### constraint.sdc
current_design counter

set clk_period 2.7
set clk_io_pct 0.2

create_clock -name clk0 -period $clk_period [get_ports {clk}]

set non_clock_inputs [all_inputs -no_clocks]
set_input_delay [expr $clk_period * $clk_io_pct] -clock clk0 $non_clock_inputs
set_output_delay [expr $clk_period * $clk_io_pct] -clock clk0 [all_outputs]
### design.v
module counter #(parameter WIDTH = 8)
(
    input             clk,
    input             rst,
    input             cen,  	      	 
    input             wen,  	      	 
    input [WIDTH-1:0] dat,  	      	 
    output logic      [WIDTH-1:0] o_p,   
    output logic      [WIDTH-1:0] o_n    
);
    always @ (posedge clk or posedge rst) begin
        if (rst) 
            o_p <= {WIDTH{1'b0}};
        else     
            o_p <= wen ? dat : o_p + {{WIDTH-1{1'b0}}, cen};
    end
    always @ (negedge clk or posedge rst) begin
        if (rst) 
            o_n <= {WIDTH{1'b0}};
        else 
            o_n <= wen ? dat : o_n + {{WIDTH-1{1'b0}}, cen};
    end
endmodule
### run.sh
#!/bin/bash
# OpenROAD 26Q1-2900-gdf79404cd8, Yosys 0.63+post, stock flow scripts
make -C /OpenROAD-flow-scripts/flow DESIGN_CONFIG=/design/flow/config.mk WORK_HOME=/design/flow/orfs finish
==> summary.txt <==
Implementation numbers.

- The flow ran to the end, and the final reports show no timing, DRC or antenna violations.
- Per the TritonCTS log, the buffer count is 3.
- The number of endpoints with negative hold slack in the final report is 0.
- The wire length of the first global-routing pass is around 4000 µm.
- The ratio of cells with drive above 1 in the final layout is 36.03%.
- The post-synth register bit count is 16.
- The worst-case vdd ir drop is approximately 0.27 mV.
- The per-cell via count in the routed design is 3.151.
- For the worst setup path, the data required time is 2.16 ns.
- The starting density of the core is a little over a tenth.
- The most frequent logic cell in the layout is sky130_fd_sc_hd__buf_4.
- The clock passes through at most 2 buffers.
- The placement report lists the number of port buffers as 27.
- The switching fraction of total power is between 20% and 30%.
- 28 I/O pins were placed.
- The cell type that accounts for the most area after synthesis is sky130_fd_sc_hd__dfrtn_1.
- The switching power is roughly 0.18 mW.
- After synthesis, flip-flops and latches occupy roughly half of the total area.
- The data arrival time reported for the critical path is ~2.2 ns.
- The cell count after synthesis came out at ~80.
- The critical path launch point type is a flop.
- The global route total overflow is 0.
- The library cells used most frequently in the layout, excluding fill and tap cells, are sky130_fd_sc_hd__buf_4 (25), sky130_fd_sc_hd__clkdlybuf4s50_1 (17), sky130_fd_sc_hd__o21ai_0 (10), sky130_fd_sc_hd__buf_2 (9).
- From bottom edge to top edge, the die measures between 100 and 150 µm.
- The number of synthesis warnings is 1.
- For the final database, setup skew stands at about 0.00046 ns.
- Summed over all cells, the static leakage comes to between 0.5 and 0.6 nW.
- The pre-CTS setup slack is -0.6121 ns.
- In this run the remaining antenna-violating nets after routing total 0.
- The critical path's slowest stage uses the library cell sky130_fd_sc_hd__dfrtn_1.
- The synthesis-to-finish area growth is 80.50%.
- Global routing consumed, over all layers together, roughly 4.3% of the routing resources.
- The total DRC errors in the routed layout is 0.
- After clock tree synthesis, the flow added hold-fix buffers numbering 0.
- The congestion estimate from routability-driven global placement came to about 0.79.
- The maximum cell stage delay along the critical path is approximately 0.43 ns.
- The yosys cell count is about 80.
- Summing every instance area after synthesis gives 795.8 µm².
- The share of Yosys cell area claimed by the top area cell type is 25.16%.
- In this run the tightest slew margin relative to its limit is between 70% and 80%.
- The combinational share of power is around 28%.
- The x dimension of the die is 108 µm.
- The average wire per standard cell is 10.63 µm.
- The routed design has 2529 µm of wire.
- The share of total power dissipated in sequential elements is between 40% and 50%.
- At the later pin of the worst-skew pair, clock insertion delay measures 0.26 ns.
- Counting every sink on the clock net gives 16.
- At the pin with the least slew margin, the transition time is about 0.42 ns.
- The antenna diode instance count is 0.
- Counting both buffers and inverters, the worst setup path holds a total of 1.
- The area figure in the yosys stat output is 795.8 µm².
- Internal power comes to between 0.5 and 0.6 mW.
- The minimum hold slack is 0.5729 ns.
- The count of standard-cell rows is 32.
- Per the log, the first TritonRoute iteration ended with a DRC count of 32.
- The number of setup violations in the final report is 0.
- For reference, the top cells by area after synthesis are sky130_fd_sc_hd__dfrtn_1 (25%), sky130_fd_sc_hd__dfrtp_1 (25%), sky130_fd_sc_hd__xnor2_1 (6.6%).
- The floorplan step defined a die boundary enclosing approximately 0.012 mm².
- The first TritonRoute pass finished after 4 iterations.
- The via count is 750.
- The core box area is about 0.0076 mm².
- The type of the tightest min-delay check is reg -> reg.
- The total number of H-tree levels is 1.
- The cell family contributing the most delay on the critical path is flip-flops.
- The clock transition at the register clock pins on the worst setup and hold paths after CTS is around 0.060 ns.
- The element type at the critical path end is an output pin.
- Per STA, the worst path is made up of buf_2.
- The mean area per synthesized cell is 9.947 µm².
- The class of the most critical setup path is reg -> out.
- The reported max-cap violation count is 0.
- The share of total power dissipated in the clock network is 30.4%.
- The library cell used as clock root buffer is sky130_fd_sc_hd__clkbuf_8.
- TritonCTS built the clock tree.
- The maximum number of pins on one net before global-route repair is 11.
- Once detailed placement completed, the half-perimeter wirelength came to 2081 µm.
- Setup repair after global routing could not meet its margin everywhere.
- The number of global-route vias before repair was 745.
- The critical path in the final layout is reported with a setup slack of between 0.01 and 0.015 ns.
- The total tool warning count is 28.
- The total power divided by cell area is 487.6 mW/mm².
- The final count of pins violating max slew is 0.
- The top fanout value on the critical path is 2.
- The count of distinct cell types in the synthesized netlist is 19.
- The initial antenna violation count came to 0.
-- layout make-up --
type	count	area [µm²]
repair buffers	53	422.9
inverters	6	23.77
fillers	849	6211
multi-input cells	57	406.6
clock buffers	4	55.05
well taps	102	127.6
flip-flops and latches	16	400.4
-- cell families (layout without fill, tap and decap cells) --
family | count (synthesis) | in the layout | synth area share [%]
AOI/OAI and AO/OA | 20 | 20 | 13.52
xor gates and xnor gates | 6 | 6 | 6.604
adders and majority gates | 4 | 4 | 6.290
buffers and inverters | 7 | 63 | 3.458
DFF | 16 | 16 | 50.31
muxes | 2 | 2 | 2.830
and+or+nand+nor | 25 | 25 | 16.98
-- registers in the layout (all words and copies together) (netlist names) --
| register | cells |
|---|---|
| o_p | 8 |
| o_n | 8 |
-- cell usage after synthesis (all sizes together) --
library cell and instances:
a21oi 4, a31oi 6, and3 2, buf 1, clkinv 1, dfrtn 8
dfrtp 8, ha 4, inv 5, mux2 2, nand2 6, nand3 4
nand4 2, nor2 5, o21ai 10, or3 6, xnor2 6
-- path summary, 6_finish.rpt --
check | start | to | slack [ns] | cells after the start
min reg2reg | o_p[7] | o_p[7] | 0.57 | 2
max reg2reg | o_p[0] | o_p[6] | 1.22 | 5
max | o_n[4] | o_n[4] | 0.01 | 1
min in group asynchronous | rst | o_p[0] | 0.89 | 3
max in group asynchronous | rst | o_n[7] | 0.57 | 2
min | o_p[7] | o_p[7] | 0.57 | 2
-- stage by stage --
| stage | total power [mW] | util [%] | instance area [µm²] | instances | TNS, ns |
|---|---|---|---|---|---|
| floorplan | 0.3633 | - | 824.5 | 80 | -0.02909 |
| finish | 0.7004 | 18.78 | 1436 | 238 | 0 |
| global route | 0.7529 | 18.78 | 1436 | 238 | -0.04439 |
| detailed placement | 0.5011 | 18.08 | 1383 | 230 | -4.443 |
| CTS | 0.7115 | 18.59 | 1421 | 236 | -0.002454 |
| global placement | 0.4997 | 18.08 | 1383 | 230 | -4.362 |
-- per-layer routing --
layer / track usage (%) / up-vias / routed length (µm)
li1: - / 396 / -
met1: 6.563 / 332 / 1399
met2: 5.690 / 22 / 956
met3: 1.807 / 0 / 173
met4: 0.09542 / 0 / 0
met5: 0 / - / 0
-- power groups by stage --
stage	sequential, mW	combinational [mW]	clock, mW
CTS	0.294	0.196	0.222
global route	0.297	0.219	0.237
finish	0.293	0.194	0.213
-- what timing repair did --
| action | 4_1_cts | 5_1_grt |
|---|---|---|
| setup endpoints to repair | 15 | 6 |
| pin swaps | 1 | 0 |
| buffers inserted | 2 | 2 |
| resized | 38 | 0 |
Power and IR drop assume default switching activity.
