===== design/flow/design.v =====
module pipe #(WIDTH = 10)
   (input clk,
    input  [WIDTH-1:0] di,
    output [WIDTH-1:0] do);
   always @(posedge clk) do <= di;
endmodule 
module divider_pipelined #(WIDTH = 10)
   (input clk,
    input [2*WIDTH-1:0]      dividend,
    input [WIDTH-1:0]        divisor,
    output logic [WIDTH-1:0] quotient,
    output logic [WIDTH-1:0] remainder,
    output logic             error_divide_by_zero,
    output logic             overflow
    );
   logic [WIDTH-1:0] partial_rem [WIDTH+1:1];
   logic [WIDTH-1:0] calc [WIDTH+1:1];
   assign error_divide_by_zero = ~(|divisor);
   assign divisor_p1 = divisor;
   assign partial_rem[1] = dividend[2*WIDTH-1:WIDTH];
   always @(*) begin
      if (partial_rem[1][WIDTH-1] == divisor[WIDTH-1]) begin
         calc[1] = partial_rem[1] - divisor;
      end else begin
         calc[1] = partial_rem[1] + divisor;         
      end
   end
   assign overflow = (calc[1][WIDTH-1] == partial_rem[1][WIDTH-1]);
   genvar i;
   generate
      for (i=2; i<(WIDTH+2); i++) begin: row
         assign partial_rem[i] = {calc[i-1][WIDTH-2:0], dividend[WIDTH-(i-1)]};
         always @(*) begin
            if (calc[i-1][WIDTH-1] == divisor[WIDTH-1]) begin
               quotient[WIDTH-(i-1)] = 1'b1;
               calc[i] = partial_rem[i] - divisor;         
            end else begin
               quotient[WIDTH-(i-1)] = 1'b0;
               calc[i] = partial_rem[i] + divisor;          
            end
         end
      end
   endgenerate
   always @(*) begin
      if (calc[WIDTH+1][WIDTH-1] == divisor[WIDTH-1]) begin
         remainder = calc[WIDTH+1] - divisor;         
      end else begin
         remainder = calc[WIDTH+1] + divisor;          
      end
   end
endmodule 

===== design/flow/run.sh =====
#!/bin/bash
# OpenROAD 26Q1-2900-gdf79404cd8, Yosys 0.63+post, stock flow scripts
make -C /OpenROAD-flow-scripts/flow DESIGN_CONFIG=/design/flow/config.mk WORK_HOME=/design/flow/orfs finish

===== design/flow/constraint.sdc =====
current_design divider_pipelined

set clk_period 83.1
set clk_io_pct 0.2

create_clock -name clk0 -period $clk_period

set non_clock_inputs [all_inputs -no_clocks]
set_input_delay [expr $clk_period * $clk_io_pct] -clock clk0 $non_clock_inputs
set_output_delay [expr $clk_period * $clk_io_pct] -clock clk0 [all_outputs]

===== design/flow/config.mk =====
export PLATFORM = sky130hd
export DESIGN_NAME = divider_pipelined
export DESIGN_NICKNAME = divider_pipelined
export VERILOG_FILES = /design/flow/design.v
export SDC_FILE = /design/flow/constraint.sdc
export NUM_CORES = 4
export LEC_CHECK = 1
export CORE_UTILIZATION = 40

==> results.sh <==
# source this file to load flow results
export IMPL_maxCapViolCount=0
export IMPL_portBuffers=52
export IMPL_ant_nets=0
export IMPL_die_w_um=127
export IMPL_syn_to_final_growth_pct=13.2
export IMPL_n_antenna_cell=0
export IMPL_cp_startpoint="divisor[1]"
export IMPL_cp_required_ns=66.48
export IMPL_drt_pre_antenna_iters=5
export IMPL_slew_headroom=0.419
export IMPL_cpMostUsedCell="xnor2_1"
export IMPL_core_um2=15300
export IMPL_dr_total_vias=5716
export IMPL_synth_area_yosys_um2=6280
export IMPL_grt_pass1_wl_mm=26.6
export IMPL_yosys_stat_seqShare=0
export IMPL_postSynthCellCount=864
export IMPL_grt_usage=0.207
export IMPL_hp_class="primary input to output pin"
export IMPL_cts_resized=0
export IMPL_antenna_found_initial=0
export IMPL_clock_fmax_mhz=15.9
export IMPL_slew_viol_final=0
export IMPL_setup_viol=0
export IMPL_drt_initial_drc_count=323
export IMPL_syn_cell_area_um2=6280
export IMPL_tightestPinTransition_ns=0.869
export IMPL_final_seq_area_um2=0
export IMPL_crit_arrival_ns=46.13
export IMPL_drt_wl_total_mm=15.9
export IMPL_timing_final_ws_setup_ns=20.35
export IMPL_worstSetupPathType="primary input to output pin"
export IMPL_lay_top_count="xnor2_1"
export IMPL_status="finished clean"
export IMPL_grt_max_degree=18
export IMPL_ys_warn_count=4
export IMPL_path_buffers=14
export IMPL_num_rows=45
export IMPL_slowest_stage="xor2_1"
export IMPL_dp_hpwl_mm=12.4
export IMPL_endpoint_kind="output pin"
export IMPL_lay_top_cells="xnor2_1, ha_1, nor2_1"
export IMPL_finalHoldViolCount=0
export IMPL_seq_cells=0
export IMPL_chip_area_um2=16200
export IMPL_hold_buffers=0
export IMPL_fp_dieH_um=127
export IMPL_io_pin_count=53
export IMPL_nClkBuffers=0
export IMPL_drc=0
export IMPL_rsz0062_at_grt="no"
export IMPL_syn_area_per_cell_um2=7.27
export IMPL_fin_tns_setup_ns=0
export IMPL_path_delay_family="AND-OR/OR-AND gates"
export IMPL_critPathLaunchType="primary input"
export IMPL_critPathMaxFanout=14
export IMPL_crit_end="remainder[9]"
export IMPL_grt_pass1_vias=5479
export IMPL_crit_cells=131
export IMPL_layout_drive_gt1_share=0.0395
export IMPL_post_synth_num_cell_types=55
export IMPL_routabilityCongestion=0.876
export IMPL_wl_per_cell_um=14.2
export IMPL_detailedPlace_worstSlack_ns=20.44
export IMPL_post_cts_buffers=0
export IMPL_period_minus_slack_ns=62.75
export IMPL_slowest_delay_ns=0.74
export IMPL_vias_per_cell=5.09
export IMPL_initCoreUtil=0.412
export IMPL_timing_hold_ws_ns=34.31
export IMPL_warning_count=37
export IMPL_grt_overflow=0
export IMPL_fin_crit_sh=0.755
export IMPL_hold_path_depth=3
export IMPL_ys_cells=864
==> worst min-delay path, delay by kind of cell <==
family	cells	cell delay [ns]
buf+inv	2	0.98
simple gates	1	0.09
==> through the flow <==
step / cell area (um^2) / std cells / util
2_1_floorplan: 6280 / 864 / -
3_3_place_gp: 7110 / 1123 / 0.466
3_5_place_dp: 7110 / 1123 / 0.466
4_1_cts: 7110 / 1123 / 0.466
5_1_grt: 7110 / 1123 / 0.466
6_report: 7110 / 1123 / 0.466
==> logic make-up (layout without fill, tap and decap cells) <==
| logic type | Yosys count | count (layout) | synth area share |
|---|---|---|---|
| compound gates | 181 | 181 | 0.179 |
| simple gates | 262 | 262 | 0.194 |
| xor+xnor | 190 | 190 | 0.277 |
| buf+inv | 86 | 134 | 0.0528 |
| fa+ha+maj | 124 | 124 | 0.261 |
| mux | 21 | 21 | 0.0353 |
==> layout make-up <==
cell class / count / area [um^2]
fillers: 1583 / 8150
multi-input cells: 778 / 5950
repair buffers: 71 / 663
well taps: 211 / 264
inverters: 63 / 236
==> cells in the mapped netlist (all sizes together) (6+ instances only) <==
| cell | instances | share of area |
|---|---|---|
| mux2 | 6 | 0.011 |
| mux2i | 15 | 0.024 |
| nor2 | 109 | 0.065 |
| o22ai | 6 | 0.0060 |
| xor2 | 52 | 0.074 |
| nor2b | 24 | 0.024 |
| a31oi | 6 | 0.0060 |
| nand3 | 7 | 0.0064 |
| a21o | 12 | 0.014 |
| ha | 112 | 0.22 |
| inv | 63 | 0.038 |
| fa | 12 | 0.038 |
| clkbuf | 19 | 0.011 |
| o21a | 20 | 0.024 |
| o21bai | 6 | 0.0072 |
| nor3 | 19 | 0.017 |
| a21boi | 6 | 0.0072 |
| nand2 | 59 | 0.035 |
| nand2b | 20 | 0.020 |
| a21oi | 57 | 0.045 |
| o21ai | 41 | 0.033 |
| xnor2 | 134 | 0.19 |
==> worst min path at each step <==
stage     startpoint                    to
6_report  divisor[9]  error_divide_by_zero
5_1_grt   divisor[9]  error_divide_by_zero
4_1_cts   divisor[9]  error_divide_by_zero
==> per-layer routing <==
| metal | vias to the layer above | wire length (um) | GRT usage | part of all wire |
|---|---|---|---|---|
| met2 | 111 | 7150 | 0.348 | 0.45 |
| met3 | 18 | 632 | 0.0188 | 0.040 |
| met5 | - | 0 | 0 | 0 |
| met4 | 0 | 255 | 0.0287 | 0.016 |
| li1 | 3042 | - | - | - |
| met1 | 2545 | 7850 | 0.297 | 0.49 |
