--- /design/flow/config.mk ---
export PLATFORM = sky130hd
export DESIGN_NAME = divider_10_5
export DESIGN_NICKNAME = divider_10_5
export VERILOG_FILES = /design/flow/design.v
export SDC_FILE = /design/flow/constraint.sdc
export NUM_CORES = 4
export LEC_CHECK = 1
export CORE_AREA = 10 10 95 95
export DIE_AREA = 0 0 105 105
--- /design/flow/constraint.sdc ---
current_design divider_10_5

set clk_period 23.0
set clk_io_pct 0.2

create_clock -name clk0 -period $clk_period

set non_clock_inputs [all_inputs -no_clocks]
set_input_delay [expr $clk_period * $clk_io_pct] -clock clk0 $non_clock_inputs
set_output_delay [expr $clk_period * $clk_io_pct] -clock clk0 [all_outputs]
--- /design/flow/run.sh ---
#!/bin/bash
# OpenROAD 26Q1-2900-gdf79404cd8, Yosys 0.63+post, stock flow scripts
make -C /OpenROAD-flow-scripts/flow DESIGN_CONFIG=/design/flow/config.mk WORK_HOME=/design/flow/orfs finish
--- /design/flow/design.v ---
module divider_10_5 #(WIDTH =5)
   (input clk,
    input [2*WIDTH-1:0]      dividend,
    input [WIDTH-1:0]        divisor,
    output logic [WIDTH-1:0] quotient,
    output logic [WIDTH-1:0] remainder,
    output logic             error_divide_by_zero,
    output logic             overflow    
    );
   localparam PR_MSB = 2*WIDTH-1;
   logic [WIDTH-1:0] partial_rem_p1;
   logic [WIDTH-1:0] partial_rem_p2;
   logic [WIDTH-1:0] partial_rem_p3;
   logic [WIDTH-1:0] partial_rem_p4;
   logic [WIDTH-1:0] partial_rem_p5;
   logic [WIDTH-1:0] partial_rem_p6;      
   logic [WIDTH-1:0] calc_p1;
   logic [WIDTH-1:0] calc_p2;   
   logic [WIDTH-1:0] calc_p3;   
   logic [WIDTH-1:0] calc_p4;   
   logic [WIDTH-1:0] calc_p5;
   logic [WIDTH-1:0] calc_p6;         
   logic [WIDTH-1:0]  divisor_p1;
   logic [WIDTH-1:0]  divisor_p2;
   logic [WIDTH-1:0]  divisor_p3;
   logic [WIDTH-1:0]  divisor_p4;
   logic [WIDTH-1:0]  divisor_p5;   
   assign error_divide_by_zero = ~(|divisor);
   int i;
   assign divisor_p1 = divisor;
   assign partial_rem_p1 = dividend[2*WIDTH-1:WIDTH];
   always @(*) begin
      if (partial_rem_p1[WIDTH-1] == divisor[WIDTH-1]) begin
         calc_p1 = partial_rem_p1 - divisor;
      end else begin
         calc_p1 = partial_rem_p1 + divisor;         
      end
   end
   assign overflow = (calc_p1[WIDTH-1] == partial_rem_p1[WIDTH-1]);
   assign partial_rem_p2 = {calc_p1[WIDTH-2:0], dividend[WIDTH-1]};   
   always @(*) begin
      if (calc_p1[WIDTH-1] == divisor[WIDTH-1]) begin
         quotient[WIDTH-1] = 1'b1;
         calc_p2 = partial_rem_p2 - divisor;         
      end else begin
         quotient[WIDTH-1] = 1'b0;
         calc_p2 = partial_rem_p2 + divisor;          
      end
   end
   assign partial_rem_p3 = {calc_p2[WIDTH-2:0], dividend[WIDTH-2]};
   always @(*) begin
      if (calc_p2[WIDTH-1] == divisor[WIDTH-1]) begin
         quotient[WIDTH-2] = 1'b1;
         calc_p3 = partial_rem_p3 - divisor;         
      end else begin
         quotient[WIDTH-2] = 1'b0;
         calc_p3 = partial_rem_p3 + divisor;          
      end
   end
   assign partial_rem_p4 = {calc_p3[WIDTH-2:0], dividend[WIDTH-3]};
   always @(*) begin
      if (calc_p3[WIDTH-1] == divisor[WIDTH-1]) begin
         quotient[WIDTH-3] = 1'b1;
         calc_p4 = partial_rem_p4 - divisor;         
      end else begin
         quotient[WIDTH-3] = 1'b0;
         calc_p4 = partial_rem_p4 + divisor;          
      end
   end
   assign partial_rem_p5 = {calc_p4[WIDTH-2:0], dividend[WIDTH-4]};
   always @(*) begin
      if (calc_p4[WIDTH-1] == divisor[WIDTH-1]) begin
         quotient[WIDTH-4] = 1'b1;
         calc_p5 = partial_rem_p5 - divisor;         
      end else begin
         quotient[WIDTH-4] = 1'b0;
         calc_p5 = partial_rem_p5 + divisor;          
      end
   end
   assign partial_rem_p6 = {calc_p5[WIDTH-2:0], dividend[WIDTH-5]};
   always @(*) begin
      if (calc_p5[WIDTH-1] == divisor[WIDTH-1]) begin
         quotient[WIDTH-5] = 1'b1;
         calc_p6 = partial_rem_p6 - divisor;         
      end else begin
         quotient[WIDTH-5] = 1'b0;
         calc_p6 = partial_rem_p6 + divisor;          
      end
   end
   always @(*) begin
      if (calc_p6[WIDTH-1] == divisor[WIDTH-1]) begin
         remainder = calc_p6 - divisor;         
      end else begin
         remainder = calc_p6 + divisor;          
      end
   end
endmodule 
==> out/summary.txt <==
Yosys warnings: 1
Status: finished, final reports clean
Achievable frequency: 45.3 MHz
DRC errors left: 0
Setup TNS: 0 ns
Dpl cells: 333
Ratio of cells with drive above 1 in the final layout: 0.0966
Netlist cell types: 36
Unrepaired setup endpoints after global routing: false
Crit path launch type: input port
Reg area: 0 sq um
Dpl cell area: 2140 sq um
Crit path DRT: 18.40 ns
P&R area growth vs syn: 26.2%
Vias in the first global route: 1398
Grt total ovfl: 0
DR WL/cell: 10.7 um
Top delay family on crit path: adder cells
Adder share: 0.292
Total number of vias: 1384
Basic Gates by Area: 0.116
Yosys cell count: 210
Seq_cells: 0
Crit Path Max Fanout: 10
Worst Setup End Kind: output pin
Slew HR: 0.661
Mux share: 0.0763
Filler cells: 748
First-pass GRT wire length: 6250 um
Synth Seq Share: 0
Routability cong.: 0.819
CP most frequent cell: fa_1
Syn avg cell area: 8.20 sq um
Clock buffer count: 0
Fin cells: 334
XORs/XNORs by Area: 0.293
Cell area leaders: ha_1 21%, xnor2_1 17%, fa_1 8.1%
Log Warnings: 34
Crit-path max cell delay: 0.52 ns
Post-synth top area cell: ha_1
Period minus WS final: 22.07 ns
Max-area cell share: 0.211
Die area: 11000 sq um
Final Hold Vio Count: 0
Cell Area, Synth: 1720 sq um
I/O pins: 28
Die width: 105 um
Yosys stat area: 1720 sq um
Vias per cell: 4.14
Initial antenna violation count: 0
Post-DP HPWL: 3060 um
Hold Path Class: input port to output pin
WL final: 3570 um
Core Area: 6910 sq um
Total track usage: 0.0650
Syn Inst Count: 210
N_diodes: 0
Setup Crit Path Kind: input port to output pin
Comb area leader: XOR/XNOR gates
Row count: 30
Design area: 2170 sq um
Synth top cell by count: inv_1
Max-slew violations: 0
Tcrit/Tclk final: 0.960
Largest net degree at the start of global routing: 13
ANT nets after route: 0
Drt initial violations: 30
Critical path arrival: 17.47 ns
Synth top cells by count: 34 x inv_1, 33 x xnor2_1, 29 x ha_1
Slowest CP cell: or4_1
Synth Area in Compound Gates: 0.133
Buf/Inv on CP: 6
Hold buffer count at cts: 0
Fp_density: 0.249
I/O Buffers: 27
Max-cap check violation count: 0
Least-Margin Pin Slew: 0.507 ns
Final setup fails: 0
Die Height: 105 um
Initial DRT Pass Iterations: 4
metal layers:
layer / up-vias / global-route usage / routed length (um)
met5: - / 0 / 0
met4: 0 / 0.000980 / 0
met3: 0 / 0.0112 / 193
met2: 23 / 0.112 / 1610
met1: 612 / 0.0880 / 1770
li1: 749 / - / -
final timing paths:
kind	from	end	slack, ns	cells after the start
setup / recovery	divisor[0]	remainder[4]	0.93	50
hold / removal	dividend[0]	remainder[0]	10.27	5
placed cells by master (no fill, tap or decap):
cell and count:
nand2b_1 3, xnor2_4 1, xnor3_2 2, xor2_1 5
nor2_1 21, nor3_1 4, clkdlybuf4s50_1 27, nand4b_1 1
nor3_2 1, a21o_1 10, o31a_1 3, nand3_1 1
a21oi_1 13, inv_1 34, xnor2_2 3, mux2_2 3
o21ai_1 1, a21boi_1 1, mux2i_1 6, nand3b_1 2
a21oi_2 2, mux2_1 2, or2_1 1, o21ai_0 2
xor2_4 1, nor3b_1 1, fa_1 7, or4_1 1
nand2_1 4, xnor3_1 2, and2_1 1, xnor2_1 30
buf_4 8, a21oi_4 1, nor2b_1 1, mux2_4 1
xor3_1 1, o22ai_1 1, ha_1 29
cell type report:
cell class	count	area [sq um]	area share
Inverter	34	128	0.0587
Multi-Input combinational cell	169	1600	0.734
Tap cell	96	120	0.0553
Timing Repair Buffer	35	330	0.152
repair_timing:
action	4_1_cts	5_1_grt
resized	0	4
setup buffers	0	1
setup endpoints to repair	0	2
cells by family after synthesis:
logic type | after synthesis
AND-OR/OR-AND | 34
AND/OR/NAND/NOR | 42
XOR/XNOR | 45
multiplexers | 12
buffers and inverters | 41
adder cells (fa/ha/maj) | 36
per-stage QoR:
| step | setup slack, ns | util | hold slack, ns |
|---|---|---|---|
| 6_report | 0.928 | 0.315 | 10.27 |
| 5_1_grt | 0.00324 | 0.315 | 10.34 |
| 4_1_cts | 0.604 | 0.310 | 10.29 |
| 3_5_place_dp | 0.636 | 0.310 | 10.29 |
| 3_3_place_gp | 0.721 | 0.310 | 10.28 |
| 2_1_floorplan | 2.20 | - | 9.23 |
